### config.mk
export PLATFORM = sky130hd
export DESIGN_NAME = alu
export DESIGN_NICKNAME = alu
export VERILOG_FILES = /design/flow/design.v
export SDC_FILE = /design/flow/constraint.sdc
export NUM_CORES = 4
export LEC_CHECK = 1
export CORE_UTILIZATION = 40
### constraint.sdc
current_design alu

set clk_period 14.1
set clk_io_pct 0.2

create_clock -name clk0 -period $clk_period [get_ports {clk_p_i}]

set non_clock_inputs [all_inputs -no_clocks]
set_input_delay [expr $clk_period * $clk_io_pct] -clock clk0 $non_clock_inputs
set_output_delay [expr $clk_period * $clk_io_pct] -clock clk0 [all_outputs]
### design.v
module alu(
             clk_p_i,
             reset_n_i,
             data_a_i,
             data_b_i,
             inst_i,
             data_o
             );
      input           clk_p_i;
      input           reset_n_i;
      input   [7:0]   data_a_i;
      input   [7:0]   data_b_i;
      input   [2:0]   inst_i;
      output reg  [15:0]  data_o;
      reg     [15:0]   ALU_d2_w;
      reg     [7:0]    data_a_d1_r;
      reg     [7:0]    data_b_d1_r;
      reg     [2:0]    inst_d1_r;
      always@ (*)
      begin
          case(inst_d1_r)
            3'b000:    ALU_d2_w = {{8{data_a_d1_r[7]}},data_a_d1_r}+{{8{data_b_d1_r[7]}},data_b_d1_r};
            3'b001:    ALU_d2_w = {{8{data_b_d1_r[7]}},data_b_d1_r}+~{{8{data_a_d1_r[7]}},data_a_d1_r}+1;
            3'b010:    ALU_d2_w = data_a_d1_r*data_b_d1_r;
            3'b011:    ALU_d2_w = data_a_d1_r&data_b_d1_r;
            3'b100:    ALU_d2_w = data_a_d1_r^data_b_d1_r;
            3'b101:begin 
				if(data_a_d1_r[7]) ALU_d2_w = {8'd0,~data_a_d1_r}+1;
				else ALU_d2_w = data_a_d1_r;
			end
            3'b110:    ALU_d2_w = (data_a_d1_r+data_b_d1_r)>>1;
            3'b111:    ALU_d2_w = data_b_d1_r%data_a_d1_r;
            default:   ALU_d2_w = 0;
          endcase
      end
      always@(posedge clk_p_i or negedge reset_n_i)
      begin
          if (reset_n_i == 1'b0)
          begin
			data_a_d1_r <= 0;
			data_b_d1_r <= 0;
			inst_d1_r <= 0;
            data_o <= 0;
          end
          else
          begin
			data_a_d1_r <= data_a_i;
			data_b_d1_r <= data_b_i;
			inst_d1_r <= inst_i;
            data_o <= ALU_d2_w;
          end
      end
endmodule
### run.sh
#!/bin/bash
# OpenROAD 26Q1-2900-gdf79404cd8, Yosys 0.63+post, stock flow scripts
make -C /OpenROAD-flow-scripts/flow DESIGN_CONFIG=/design/flow/config.mk WORK_HOME=/design/flow/orfs finish
==> notes.md <==
Physical implementation.

- The run finished, with violations left.
- The checks that failed: setup timing.
- The routed wire length per instance is 15.9 um.
- Per the detail_route report, inserted antenna diodes total 0.
- Per the GRT congestion report, total overflow comes to 0.
- After the first detailed-routing iteration, the DRC count stood at 529.
- The sum of negative setup slack is -204,630 ps.
- The clock arrives with 8.82 ps of skew.
- The max-cap check violation count is 0.
- The clock sink count is 35.
- The number of global-route vias before repair is 11,300.
- Per the synth stats, the proportion of register bits with asynchronous set or reset is 1.00.
- The number of library cell types mapped by synthesis is 96.
- The floorplan die height is 160 um.
- STA lists the startpoint of the worst hold path as data_b_d1_r[0].
- The first global-routing pass estimated 56,200 um of wire.
- The register-to-register setup slack is -12,910 ps.
- Summing over every cut layer, the via total after detailed routing is 11,600.
- The full die area is 25,500 um^2.
- Clock-pin slew was measured on the worst setup and hold paths at 60 ps.
- Looking at the max-slew report, the worst-margin pin has a slew of 840 ps.
- The fraction of post-synthesis cell area in the top cell type by area is 0.195.
- The family of cells with the greatest summed delay on the critical path is AND-OR/OR-AND gates.
- The post-synth count of flops with an enable pin is 0.
- The final report gives the standard cell area, fillers excluded, as 16,000 um^2.
- The post-detailed-route count of antenna-violating nets is 0.
- The number of standard cells in the layout, taps in and fillers out is 2,171.
- Along the critical path, the tally of buffer and inverter instances is 20.
- The proportion of synthesized chip area in sequential cells is 0.0882.
- The mapped netlist covers 9930 um^2.
- Yosys attributes the largest share of cell area to ha_1 20%, dfrtp_1 8.8%, fa_1 8.1%, a21oi_1 4.5%, nor2_1 4.4%.
- The largest net degree at the start of global routing is 36.
- The number of antenna violations at the first check in global routing is 0.
- Looking at the hold checks, the worst path lands on data_o[0].
- Once placement completed, the tool counted placed cells totaling 2,006.
- The routed design shows a via density per instance of 5.35.
- The placeable core area is 24,300 um^2.
- The highest net fanout along the worst path is 7.
- STA puts the critical path data required time at 14,340 ps.
- In this run the count of I/O pins placed on the die edge is 37.
- The total count of hold-check failures in the final report is 0.
- The final number of max-transition violations is 0.
- The CTS buffer count is 5.
- Setup repair after global routing could not meet its margin everywhere.
- The number of cells traversed by the worst hold path is 3.
- The type of the worst min-delay path is reg2reg.
- The number of cells reported by Yosys stat comes to 1,280.
- The share of the core area taken by cells at floorplan is 0.408.
- The OpenROAD report gives the critical path a data arrival time of 27,240 ps.
- Counting every instance in the synthesized netlist gives 1,280.
- The number of optimization iterations in the first detailed-route pass is 5.
- The library cell occupying the most area in the post-synthesis netlist is ha_1.
- The clock period minus final worst setup slack is 27,010 ps.
- A synthesized cell averages 7.76 um^2.
- The launch instance of the worst register-to-register path is data_b_d1_r[3].
- The number of warnings reported in the stage logs is 39.
- Of the available clock period, the critical path in the final layout requires 1.92.
- The global placement routability congestion is 0.917.
- The cell at the slowest stage of the critical path is or4b_4.
- The worst max-slew margin expressed relative to the limit is 0.438.
- The post-place instance area is 14,000 um^2.
- The kind of start point of the critical path is a register.
- The category of the critical setup timing path is reg2reg.
- Buffers placed on the I/O ports in this run total 36.
- Timing would allow up to 37.0 MHz.
- The synthesis report names the predominant flop master as dfrtp_1.
- The depth of the CTS H-tree is 2.
- The cell sitting at the root of the clock tree is a clkbuf_16.
- The most frequent cell on the critical path is o21a_1.
- After detailed routing, the total wire length is 34,600 um.
- The total global routing track utilization is 0.275.
- The post-synth register bit count is 35.
- The final setup slack of the worst path is -12,910 ps.
- For this run, the number of Yosys warnings is 1.
- After detailed routing, the number of remaining DRC violations is 0.
- The end of the worst register-to-register path is data_o[1].
- The TritonCTS clock tree is done.
- The total half-perimeter wirelength after legalization and detailed placement is 24,600 um.
- The largest incremental delay on the critical path is 590 ps.
- The core utilization of the finished layout is 0.659.
- The share of layout cells above drive strength 1 is 0.410.
- The worst register-to-register path has a depth of 145.
- The layout overhead on the synthesized area is 61.3%.
- The number of rows in the core area is 57.
- The latest clock arrival within the worst-skew pair is 300 ps.
- In this run the number of cells on the critical path is 145.
- The number of endpoints failing setup at the final stage is 16.
- The post-synth area from yosys stat is 9930 um^2.
- In this run the deepest clock path goes through 2 buffers.
- The die width is 160 um.
- The nature of the critical path endpoint is a register.
-- metal layers --
metal | routed length [um] | global-route usage | part of all wire | vias to the layer above
met1 | 16100 | 0.397 | 0.46 | 5447
met4 | 573 | 0.0323 | 0.017 | 0
li1 | - | - | - | 5817
met5 | 0 | 0 | 0 | -
met2 | 16100 | 0.451 | 0.47 | 288
met3 | 1830 | 0.0417 | 0.053 | 54
-- what timing repair did --
action / 4_1_cts / 5_1_grt
pin swaps: 57 / 43
resized: 73 / 70
setup endpoints to repair: 16 / 16
cloned: 3 / 0
endpoints found under the hold margin: 0 / 0
setup buffers: 115 / 39
hold buffers: 0 / 0
-- layout by cell type (no fill, tap or decap), types with 9 or more instances in the layout --
cell type / synthesis / layout
ha_4: 0 / 19
o21ai_1: 11 / 18
nand2b_1: 12 / 11
o21a_1: 58 / 57
and2_1: 14 / 14
fa_1: 40 / 39
nand3_1: 20 / 17
a21oi_1: 89 / 70
a21o_1: 25 / 25
nand4_1: 12 / 12
mux2_2: 22 / 14
nand2_1: 97 / 87
nor2_4: 1 / 9
o31ai_1: 20 / 16
nor3_1: 56 / 52
or3_1: 13 / 10
buf_4: 1 / 538
xor2_1: 16 / 16
inv_1: 100 / 96
dfrtp_1: 35 / 33
a21oi_2: 2 / 16
nor2_1: 116 / 101
clkdlybuf4s50_1: 0 / 35
o21ai_0: 72 / 55
mux2_4: 1 / 9
xnor2_1: 49 / 47
ha_1: 155 / 134
o21bai_1: 16 / 16
nor2b_1: 14 / 11
-- cells in the mapped netlist (10+ instances only) --
cell type  count
ha_1         155
nor2_1       116
inv_1        100
nand2_1       97
a21oi_1       89
o21ai_0       72
o21a_1        58
nor3_1        56
xnor2_1       49
fa_1          40
dfrtp_1       35
a21o_1        25
clkbuf_1      22
mux2_2        22
nand3_1       20
o31ai_1       20
o21bai_1      16
xor2_1        16
and2_1        14
mux2i_1       14
nor2b_1       14
or3_1         13
nand2b_1      12
nand4_1       12
o21ai_1       11
or2_2         10
-- stage by stage --
stage | hold slack [ps] | worst slack, ps
3_3_place_gp | 803 | -12690
3_5_place_dp | 812 | -13080
5_1_grt | 920 | -14290
4_1_cts | 840 | -12200
6_report | 880 | -12910
2_1_floorplan | 658 | -13660
-- worst max-delay path by stage --
stage | endpoint | from | slack, ps
final | data_o[1] | data_b_d1_r[3] | -12910
after global routing | data_o[1] | data_b_d1_r[3] | -14290
after CTS | data_o[6] | data_a_d1_r[1] | -12200
-- flip-flops by register name, indices dropped and copies added (netlist names) --
| name | flops |
|---|---|
| data_o | 16 |
| data_a_d1_r | 8 |
| data_b_d1_r | 8 |
| inst_d1_r | 3 |
-- tightest hold or removal path: stages, from the launching register on --
cell      delay [ps]
dfrtp_1          400
buf_4            190
o21bai_1         140
a22oi_1           90
-- kinds of logic after synthesis --
logic type	share of synthesized area
multiplexers	0.0406
other	0.000377
AND-OR/OR-AND	0.271
flip-flops	0.0882
XOR/XNOR	0.0573
adder cells (fa/ha/maj)	0.278
AND/OR/NAND/NOR	0.209
buffers and inverters	0.0557
-- cell type report --
class / count / area [um^2]
Tap cell: 324 / 405
Sequential cell: 35 / 878
Multi-Input combinational cell: 1117 / 9630
Fill cell: 1803 / 8290
Clock buffer: 5 / 125
Clock inverter: 3 / 46.3
Inverter: 102 / 390
Timing Repair Buffer: 585 / 4550
