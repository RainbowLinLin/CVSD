[flow/run.sh]
#!/bin/bash
# OpenROAD 26Q1-2900-gdf79404cd8, Yosys 0.63+post, stock flow scripts
make -C /OpenROAD-flow-scripts/flow DESIGN_CONFIG=/design/flow/config.mk WORK_HOME=/design/flow/orfs finish
[flow/config.mk]
export PLATFORM = sky130hd
export DESIGN_NAME = path
export DESIGN_NICKNAME = path
export VERILOG_FILES = /design/flow/design.v
export SDC_FILE = /design/flow/constraint.sdc
export NUM_CORES = 4
export LEC_CHECK = 1
export CORE_UTILIZATION = 50
[flow/constraint.sdc]
current_design path

set clk_period 6.5
set clk_io_pct 0.2

create_clock -name clk0 -period $clk_period [get_ports {clk}]

set non_clock_inputs [all_inputs -no_clocks]
set_input_delay [expr $clk_period * $clk_io_pct] -clock clk0 $non_clock_inputs
set_output_delay [expr $clk_period * $clk_io_pct] -clock clk0 [all_outputs]
[flow/design.v]
`timescale 1ns/10ps
module fifo (data_i, write_i, read_i, full_o, empty_o, data_o, clk, rst_n);
parameter DWIDTH = 8, FDEPTH = 5;
input wire [DWIDTH-1:0] data_i;
input wire write_i, read_i;
output full_o, empty_o;
output reg [DWIDTH-1:0] data_o;
input wire clk, rst_n;
reg [2:0]j, n_j;
reg [DWIDTH-1:0] n_data;
reg [DWIDTH-1:0] mem [FDEPTH-1:0];
reg [DWIDTH-1:0] n_mem [FDEPTH-1:0];
assign empty_o = j == 0 ? 1 : 0;
assign full_o = j >= (FDEPTH) ? 1 : 0;
always@(*) begin
	n_j = j;
	data_o = 0;
	n_mem[0] = mem[0];
	n_mem[1] = mem[1];
	n_mem[2] = mem[2];
	n_mem[3] = mem[3];
	n_mem[4] = mem[4];
	if(write_i && read_i)begin
		data_o = mem[0];
		case(j)
			1:begin
				n_mem[0] = data_i;
				n_mem[1] = 0;
				n_mem[2] = 0;
				n_mem[3] = 0;
				n_mem[4] = 0;
			end
			2:begin
				n_mem[0] = mem[1];
				n_mem[1] = data_i;
				n_mem[2] = 0;
				n_mem[3] = 0;
				n_mem[4] = 0;
			end
			3:begin
				n_mem[0] = mem[1];
				n_mem[1] = mem[2];
				n_mem[2] = data_i;
				n_mem[3] = 0;
				n_mem[4] = 0;
			end
			4:begin
				n_mem[0] = mem[1];
				n_mem[1] = mem[2];
				n_mem[2] = mem[3];
				n_mem[3] = data_i;
				n_mem[4] = 0;
			end
			5:begin
				n_mem[0] = mem[1];
				n_mem[1] = mem[2];
				n_mem[2] = mem[3];
				n_mem[3] = mem[4];
				n_mem[4] = data_i;
			end
		endcase
		n_j = j;
	end
	else if(!write_i && read_i)begin
		data_o = mem[0];
		n_mem[0] = mem[1];
		n_mem[1] = mem[2];
		n_mem[2] = mem[3];
		n_mem[3] = mem[4];
		n_mem[4] = 0;
		n_j = j - 1;
	end
	else if(write_i && !read_i)begin
		data_o = 0;
		n_mem[j] = data_i;
		n_j = j + 1;
	end
end
always @(posedge clk, negedge rst_n) begin
	if(!rst_n) begin
		j <= 0;
		mem[0] <= 0;
		mem[1] <= 0;
		mem[2] <= 0;
		mem[3] <= 0;
		mem[4] <= 0;
	end
	else begin
		j <= n_j;
		mem[0] <= n_mem[0];
		mem[1] <= n_mem[1];
		mem[2] <= n_mem[2];
		mem[3] <= n_mem[3];
		mem[4] <= n_mem[4];
	end
end
endmodule
`timescale 1ns/10ps
module path(clk, rst_n, data1_i, data2_i, valid1_i, valid2_i, data_o, req_o, gnt_i, stop1_o, stop2_o, valid_o);
parameter DWIDTH = 8;
parameter FDEPTH = 5;
input clk;
input rst_n;
input [DWIDTH-1:0] data1_i;
input [DWIDTH-1:0] data2_i;
input valid1_i;
input valid2_i;
input gnt_i;
output req_o;
output reg stop1_o;
output reg stop2_o;
output reg [DWIDTH-1:0] data_o;
output reg valid_o;
wire [DWIDTH-1:0] fifo_o;
wire full, empty, valid_i, almost_full;
wire bypass;
wire read_i;
wire write_i;
wire [DWIDTH-1:0] data_i;
reg n_req_o;
reg n_stop1_o;
reg n_stop2_o;
reg [DWIDTH-1:0] n_data_o;
reg n_valid_o; 
reg [3:0]count;
reg [3:0]n_count;
reg switch,n_switch;
reg [DWIDTH-1:0]n_data_i;
assign valid_i = valid1_i || valid2_i;
assign bypass = empty && gnt_i && valid_i;
assign data_i = n_data_i;
assign read_i = !empty && gnt_i;
assign write_i = !bypass && ((!switch && valid1_i && !stop1_o) || (switch && valid2_i && !stop2_o));
assign req_o = !empty || bypass;
always@(*) begin
	n_data_o =  data_o;
	n_valid_o = valid_o;
	n_count = count;
	n_switch = switch;
	if(full && !read_i) begin
		stop1_o = 1;
		stop2_o = 1;
	end
	else begin
		if(switch)begin
			stop1_o = 1;
			stop2_o = 0;
		end
		else begin
			stop1_o = 0;
			stop2_o = 1;
		end
	end
	if(!switch && valid1_i && !stop1_o)begin
		n_data_i = data1_i;
		if(count == 9)begin
			n_count = 0;
			n_switch = 1;
		end
		else begin
			n_count = count + 1;
			n_switch = 0;
		end
	end
	else if(switch && valid2_i && !stop2_o)begin
		n_data_i = data2_i;
		if(count == 9)begin
			n_count = 0;
			n_switch = 0;
		end
		else begin
			n_count = count + 1;
			n_switch = 1;
		end
	end
	else begin
		n_data_i = 0;
		n_count = count;
		n_switch = switch;
	end
	if(bypass)begin
		n_data_o =  n_data_i;
		n_valid_o = 1;
	end
	else if(read_i)begin
		n_data_o = fifo_o;
		n_valid_o = 1;
	end
	else begin
		n_data_o = data_o;
		n_valid_o = 0;
	end
end
always@(posedge clk, negedge rst_n)	begin
    if (!rst_n) begin
		data_o <= 0;
		valid_o <= 0;
		count <= 0;
		switch <= 0;
	end else begin
		data_o <=  n_data_o;
		valid_o <= n_valid_o;
		count <= n_count;
		switch <= n_switch;
	end
end
fifo fifo_inst (.data_i(data_i), .write_i(write_i), .read_i(read_i),
                .full_o(full), .empty_o(empty),
                .data_o(fifo_o), .clk(clk), .rst_n(rst_n));
endmodule
==> results.toml <==
# generated from flow reports
[yosys]
netlist_area_um2 = 3420
yosys.area.top_type = "sky130_fd_sc_hd__dfrtp_1"
ys_ff = 57
netlist_top_cells_area = "sky130_fd_sc_hd__dfrtp_1, sky130_fd_sc_hd__nand3_1, sky130_fd_sc_hd__a22oi_4"
synth_chip_area_um2 = 3420
synth_cell_types = 52
synth_warnings = 4
syn_area_per_cell_um2 = 9.55
top_cell_area_share = 0.417
synth_seq_share = 0.417
synth_stat.cells = 358
post_synth_inst_count = 358

[hold_path]
timing.hold.worst_path_depth = 2
hold_start = "fifo_inst.mem[0][7]"
worstHoldPathType = "register to register"

[pwr]
share_clk_of_total_power = 0.155
p_switching_uw = 894
share_seq_of_total_power = 0.328
combPwrFrac = 0.517
cellLeakagePower_uw = 0.00160
p_int_uw = 1130
power_density_nw_per_um2 = 523
p_sw_frac = 0.441
peakVddDrop_mv = 0.274

[worst_setup_path]
critical_path.slowest_cell = "sky130_fd_sc_hd__and2b_1"
worstSetupStartpoint = "gnt_i"
worstReg2RegStart = "fifo_inst.j[0]"
cp_cell_sequence = "clkdlybuf4s50_1, and2b_1, nand2_1, nand2_1, clkdlybuf4s50_1"
worst-setup-path-type = "input port to primary output"
cp-start-kind = "input port"
crit_path_max_incr_delay_ns = 0.75
worstRegToRegCells = 11
required_ns = 5.20
cp.arrival_ns = 3.22
worst_setup_path_end_kind = "primary output"
critical_path.max_fanout = 11

[placement]
count_of_input_and_output_buffers = 32
place.gp.congestion = 0.897
place_inst = 449
place_worst_setup_slack_ns = 1.83
hpwlAfterDp_mm = 5.70

[timing]
timing.clock.skew_ns = 0.00923
finalHoldViolCount = 0
achievable-frequency_mhz = 221
final_sum_of_negative_setup_slack_ns = 0
final_setup_violating_endpoints = 0
timing_max_transition_violations_final = 0
rsz0062_at_grt = "false"
slew-limit-headroom = 0.450
worst_slack_ns = 1.98
period_minus_slack_ns = 4.52
final_min_period_over_clock_period = 0.695
worst_pin_slew_ns = 0.825

[clocking]
number_of_buffers_created_by_cts = 9
cts_hold_bufs = 0
post_cts_resize_count = 0
path_clk_slew_ns = 0.07
tritoncts = "yes"
cts.repair_timing.setup_buffer_count = 0
insertion_delay_ns = 0.33
cts_max_path_buffers = 2
cts.sink_count = 57
cts-htree-levels = 3
cell_at_the_root_of_the_clock_tree = "sky130_fd_sc_hd__clkbuf_8"

[route]
top_layer_used = "met4"
insertedDiodeCount = 0
wl_met3_um = 430
firstDrtPassIters = 11
drt_first_iter_violations = 183
wire_per_inst_um = 17.3
via_per_inst = 5.98
drcViolationCount = 0
drt.antenna.violating_nets = 0
wirelength_mm = 8.02
dr_total_vias = 2775
routedLengthMet1_mm = 4.08
wl_met2_mm = 3.46

[grt]
grt_start_max_net_pins = 58
global_router_s_overall_resource_usage = 0.251
grt_pass1_vias = 2590
globalRouteOverflowTotal = 0
antenna_found_initial = 0
grt_pass1_wl_mm = 13.5

[finish]
final_layout_top_logic_cells = "sky130_fd_sc_hd__dfrtp_1, sky130_fd_sc_hd__nand2_1, sky130_fd_sc_hd__nand3_1"
drive_gt1_frac = 0.116
layout.cells.non_filler = 464
flow.area_growth_from_synthesis_pct = 13.5
lay_top_count = "sky130_fd_sc_hd__dfrtp_1"
fillCellCount = 553

[floorplan]
coreArea_um2 = 6460
die_w_um = 84.7
floorplan.die.height_um = 84.7
initial_core_util = 0.529
rows = 29
design.portCount = 33
chip_area_um2 = 7170

[outcome]
outcome = "complete, no violations"

[job]
log.warning_count = 32
cap_violations = 0
cell usage after synthesis (all sizes together):
cell type,count
and3,2
a31oi,18
nand2b,14
and2b,1
clkbuf,5
mux2i,2
a221o,1
nand2,40
o211ai,1
or4bb,1
nor2,29
xor2,1
xnor2,3
or2b,1
buf,15
or2,2
mux2,1
nand3b,8
a311oi,2
dfrtp,57
or3,1
o21a,1
nand3,37
o22ai,1
o21ai,21
inv,7
a22oi,24
a22o,9
nor3b,2
a21oi,33
nor3,2
ha,9
nor2b,2
a21boi,1
a221oi,2
and2,2
metrics by stage:
step | utilization | area, um^2 | hold WS (ns) | power, uW
final | 0.601 | 3880 | 0.506 | 2030
after global routing | 0.601 | 3880 | 0.525 | 2210
after CTS | 0.601 | 3880 | 0.507 | 2040
after detailed placement | 0.573 | 3700 | 0.488 | 1720
after global placement | 0.573 | 3700 | 0.483 | 1710
after floorplan | - | 3420 | 0.459 | 1490
flip-flops by register name, indices dropped and copies added (netlist names):
register,cells
fifo_inst.mem,40
data_o,8
count,4
fifo_inst.j,3
switch,1
valid_o,1
power by group through the flow:
| stage | Clock, uW | Combinational [uW] | Sequential, uW |
|---|---|---|---|
| after global routing | 339 | 1180 | 695 |
| after CTS | 322 | 1050 | 666 |
| final | 315 | 1050 | 665 |
worst max-delay path: cells and delay by family:
kind	cells	cell delay, ns
and+or+nand+nor	3	1.01
buffers and inverters	2	0.90
area by class of cell:
cell class	instances	area, um^2	share of cell area
Multi-Input combinational cell	274	1820	0.469
Sequential cell	57	1430	0.368
Timing Repair Buffer	34	330	0.0851
Clock buffer	9	124	0.0319
Tap cell	77	96.3	0.0248
Clock inverter	6	58.8	0.0152
Inverter	7	26.3	0.00677
per-layer routing:
metal | track usage | vias to the layer above
li1 | - | 1350
met1 | 0.434 | 1335
met2 | 0.365 | 86
met3 | 0.0388 | 4
met4 | 0.0231 | 0
met5 | 0 | -
kinds of logic after synthesis:
logic type / share of synthesized area
AOI/OAI and AO/OA: 0.268
xor gates and xnor gates: 0.0103
adders and majority gates: 0.0329
buffers and inverters: 0.0505
DFF: 0.417
muxes: 0.0102
and+or+nand+nor: 0.210
worst paths after layout:
path	to	slack, ns
max in group asynchronous	fifo_inst.mem[1][2]	4.89
max reg2reg	fifo_inst.mem[1][6]	2.77
min	data_o[7]	0.51
min in group asynchronous	count[3]	1.08
min reg2reg	data_o[7]	0.51
max	stop2_o	1.98
Power and IR drop assume default switching activity.
